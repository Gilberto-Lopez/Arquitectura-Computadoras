### /design/flow/config.mk
export PLATFORM = sky130hd
export DESIGN_NAME = mult4s
export DESIGN_NICKNAME = mult4s
export VERILOG_FILES = /design/flow/design.v
export SDC_FILE = /design/flow/constraint.sdc
export NUM_CORES = 4
export LEC_CHECK = 1
export CORE_AREA = 10 10 71 71
export DIE_AREA = 0 0 81 81
### /design/flow/run.sh
#!/bin/bash
# OpenROAD 26Q1-2900-gdf79404cd8, Yosys 0.63+post, stock flow scripts
make -C /OpenROAD-flow-scripts/flow DESIGN_CONFIG=/design/flow/config.mk WORK_HOME=/design/flow/orfs finish
### /design/flow/design.v
`timescale 1ns / 1ps
module mult4(
	 input	x0,
	 input	x1,
	 input	x2,
	 input	x3,
	 input	y0,
	 input	y1,
	 input	y2,
	 input	y3,
	 output	z0,
	 output	z1,
	 output	z2,
	 output	z3,
	 output	z4,
	 output	z5,
	 output	z6,
	 output	z7
    );
	 wire p01;
	 wire p02;
	 wire p03;
	 wire p10;
	 wire p11;
	 wire p12;
	 wire p13;
	 wire p20;
	 wire p21;
	 wire p22;
	 wire p23;
	 wire p30;
	 wire p31;
	 wire p32;
	 wire p33;
	 wire c1;
	 wire c2;
	 wire c3;
	 wire c4;
	 wire c5;
	 wire c6;
	 wire c7;
	 wire c8;
	 wire c9;
	 wire c10;
	 wire c11;
	 wire c12;
	 wire c13;
	 wire c14;
	 wire c15;
	 wire s1;
	 wire s2;
	 wire s3;
	 wire s4;
	 wire s5;
	 wire s6;
	 wire s7;
	 wire s8;
	 and(z0, x0, y0);  
	 and(p01, x0, y1);
	 and(p02, x0, y2);
	 and(p03, x0, y3);
	 and(p10, x1, y0);
	 and(p11, x1, y1);
	 and(p12, x1, y2);
	 and(p13, x1, y3);
	 and(p20, x2, y0);
	 and(p21, x2, y1);
	 and(p22, x2, y2);
	 and(p23, x2, y3);
	 and(p30, x3, y0);
	 and(p31, x3, y1);
	 and(p32, x3, y2);
	 and(p33, x3, y3);
	 summed HA1(p01, p10, z1, c1);  
	 summed HA2(p11, p20, s1, c2);
	 sumcomp FA2(p02, s1, c1, z2, c3);  
	 sumcomp FA31(p21, p30, p12, s2, c4);
	 summed HA3(p03, s2, s3, c5);
	 sumcomp FA32(c2, s3, c3, z3, c6);  
	 sumcomp FA41(p22, p31, p13, s4, c7);
	 summed HA4(s4, c4, s5, c8);
	 sumcomp FA42(c5, s5, c6, z4, c9);  
	 summed HA51(p23, p32, s6, c10);
	 summed HA52(s6, c7, s7, c11);
	 sumcomp FA5(c8, s7, c9, z5, c12);  
	 summed HA6(p33, c10, s8, c13);
	 sumcomp FA6(c11, s8, c12, z6, c14);  
	 summed HA7(c13, c14, z7, c15);  
endmodule
`timescale 1ns / 1ps
module sumcomp(
	 input	xi,
	 input	yi,
	 input	ci,
	 output	Si,
	 output	Co
    );
	 wire or_1;  
	 wire and_1;  
	 wire and_2;  
	 xor(Si, xi, yi, ci);
	 or(or_1, xi, yi);
	 and(and_1, xi, yi);
	 and(and_2, or_1, ci);
	 or(Co, and_1, and_2);
endmodule
`timescale 1ns / 1ps
module summed(
	 input	xi,
	 input	yi,
	 output	Si,
	 output	Co
    );
	 assign Si = xi ^ yi;
	 assign Co = xi & yi;
endmodule
`timescale 1ns / 1ps
module mult4s(
	 input	x0,
	 input	x1,
	 input	x2,
	 input	x3,
	 input	x4,
	 input	y0,
	 input	y1,
	 input	y2,
	 input	y3,
	 input	y4,
	 output	z0,
	 output	z1,
	 output	z2,
	 output	z3,
	 output	z4,
	 output	z5,
	 output	z6,
	 output	z7,
	 output	z8
    );
	 xor(z8, x4, y4);
	 mult4 multiplicador(x0, x1, x2, x3, y0, y1, y2, y3, z0, z1, z2, z3, z4, z5, z6, z7);
endmodule
### /design/flow/constraint.sdc
current_design mult4s

set clk_period 3.0
set clk_io_pct 0.2

create_clock -name clk0 -period $clk_period

set non_clock_inputs [all_inputs -no_clocks]
set_input_delay [expr $clk_period * $clk_io_pct] -clock clk0 $non_clock_inputs
set_output_delay [expr $clk_period * $clk_io_pct] -clock clk0 [all_outputs]
==> results.json <==
{
  "crit_arrival_ns": 3.09,
  "grt_util_all_layers": 0.0318,
  "tightestPinTransition_ns": 0.118,
  "fillers": 414,
  "power_frac_comb": 1.000,
  "routed_wl_um": 972,
  "top_area_cell": "fa_1",
  "n_antenna_cell": 0,
  "synth_cell_types": 7,
  "routedWlPerCell_um": 8.45,
  "common_cells": "14 x inv_1, 7 x fa_1, 7 x ha_1, 7 x nand2_1, 6 x and2_1",
  "io_buffers": 19,
  "drt-pass1-iter-count": 3,
  "via_count": 347,
  "crit_chain": "buf_8, nand2_8, fa_1, inv_2, ha_4, inv_4, fa_2, fa_2, inv_2, fa_2, fa_2, buf_2",
  "setup_ws_ns": -0.695,
  "total_power_w": 0.000109,
  "p_int_w": 0.0000653,
  "violations": "setup timing",
  "drc": 0,
  "synth-simple-area-share": 0.225,
  "die_y_um": 81,
  "worstSetupPathType": "input pin to primary output",
  "drv_cap": 0,
  "power_switching_w": 0.0000438,
  "grt_pass1_wl_mm": 1.70,
  "area_growth_pct": 77.2,
  "yosysCellCount": 46,
  "final-max-slew-violation-count": 0,
  "initial_core_util": 0.106,
  "place_hpwl_um": 934,
  "p_leak_nw": 0.333,
  "layout-drive-gt1-share": 0.433,
  "yosysTopAreaCellShare": 0.365,
  "gp_congestion": 0.782,
  "yosysWarnings": 0,
  "drtIter0Drc": 3,
  "chip_area_sq_um": 6560,
  "fp.coreArea_sq_um": 3630,
  "min_path_type": "input pin to primary output",
  "ys_chip_area_sq_um": 384,
  "synth-adder-area-share": 0.593,
  "rsz0062_at_grt": "yes",
  "synthCells": 46,
  "viasPerCell": 3.02,
  "drtAntennaViolNets": 0,
  "worstSetupStartpointType": "input pin",
  "final-hold-violation-count": 0,
  "grt_pass1_vias": 373,
  "pre_cts_slack_ns": -1.60,
  "grt-ovfl-total": 0,
  "pin_count": 19,
  "ir_drop_mv": 0.0432,
  "cp_slowest_cell": "fa_1",
  "seqCellArea_sq_um": 0,
  "netlist_area_sq_um": 384,
  "worstPathMaxFanout": 4,
  "flops": 0,
  "crit_path_frequent_cell": "fa_2",
  "logic_family": "adder cells",
  "max_freq_mhz": 271,
  "most_common_cell": "inv_1",
  "mux_share": 0,
  "post-place-cells": 115,
  "warnings": 35,
  "avgSynthCellArea_sq_um": 8.35,
  "outcome": "complete, but fails checks",
  "power_frac_seq": 0,
  "setup_viol": 4,
  "clkPwrFrac": 0,
  "finalCritPeriodShare": 1.23,
  "cpPeakStageDelay_ns": 0.54,
  "postSynthSeqShare": 0,
  "die-width_um": 81,
  "ys_sh_xor": 0.0456,
  "ys_sh_aoi": 0,
  "grt_max_degree": 5,
  "min_period_ns": 3.69,
  "switching_share": 0.401,
  "rows": 22,
  "slew_headroom": 0.921,
  "end_kind": "primary output",
  "finalSetupTns_ns": -2.03,
  "nClkBuffers": 0,
  "p_per_area_nw_per_um2": 160,
  "postCtsHoldBufs": 0,
  "fin_cells": 115,
  "area_leaders": "fa_1 36%, ha_1 23%, inv_1 14%",
  "cp_data_required_time_ns": 2.40,
  "grt_antenna_before_repair": 0
}
## area by class of cell
cell class / instances / area [sq um] / area share
multi-input cells: 32 / 378 / 0.555
inverters: 14 / 55.1 / 0.0809
repair buffers: 21 / 188 / 0.276
well taps: 48 / 60.1 / 0.0882
## kinds of logic (layout without fill, tap and decap cells)
| family | Yosys count | after routing |
|---|---|---|
| XOR/XNOR | 2 | 2 |
| adder cells (fa/ha/maj) | 14 | 14 |
| buffers and inverters | 14 | 35 |
| AND/OR/NAND/NOR | 16 | 16 |
## metrics by stage
stage	hold slack (ns)	area, sq um	util
finish	1.78	681	0.187
global route	1.86	681	0.187
CTS	1.87	656	0.180
detailed placement	2.15	676	0.186
global placement	2.14	676	0.186
floorplan	1.23	410	-
## per-layer routing
metal,vias to the layer above,track usage,routed length (um),share of wire
li1,174,-,-,-
met1,157,0.0440,471,0.48
met2,16,0.0494,394,0.41
met3,0,0.0122,106,0.11
met4,0,0,0,0
met5,-,0,0,0
## layout by cell type (no fill, tap or decap)
| cell | instances |
|---|---|
| buf_12 | 1 |
| nand2_8 | 1 |
| and2_1 | 6 |
| nand2_2 | 2 |
| nand2_1 | 4 |
| buf_2 | 4 |
| buf_8 | 1 |
| ha_4 | 1 |
| buf_6 | 1 |
| xor2_1 | 2 |
| inv_4 | 1 |
| inv_2 | 3 |
| buf_4 | 5 |
| fa_1 | 2 |
| and2_2 | 3 |
| clkbuf_2 | 1 |
| fa_2 | 5 |
| dlygate4sd2_1 | 1 |
| clkdlybuf4s15_1 | 1 |
| clkdlybuf4s50_1 | 6 |
| ha_1 | 6 |
| inv_1 | 10 |
## worst paths after layout
check,cells after the start,from,end
worst max-delay path,12,y1,z6
worst min-delay path,5,y3,z7
## power by group through the flow
stage	logic (W)	registers (W)	clock network, W
after CTS	0.000106	0	0
after global routing	0.000128	0	0
final	0.000109	0	0
## worst max-delay path, delay by kind of cell
family                     cells  cell delay, ns
adders and majority gates      6            2.10
and+or+nand+nor                1            0.04
buffers and inverters          5            0.36
## what timing repair did
item / in CTS / in global routing
gates resized: 54 / 8
pin swaps: 9 / 8
buffers inserted: 0 / 0
endpoints found under the setup margin: 6 / 5
Power figures rest on the tool's default switching activity, not on a simulated workload.

### ./design.v
`timescale 1ns / 1ps
module Sumador(
	input wire [31:0] a,
	input wire [31:0] b,
	output reg [31:0] Z,
	output reg ovf
	);
	reg [31:0] a32 = 32'b0;
	reg [31:0] b32 = 32'b0;
	reg [31:0] ab = 32'b0;
	always @* begin
		if(a[31] == b[31]) begin
        	a32[30:0] = a[30:0];
        	b32[30:0] = b[30:0];
            ab = a32 + b32;
            Z[30:0] = ab[30:0];
            Z[31] = a[31];
            ovf = ab[31];
		end
		else begin
			a32[30:0] = (a[31]) ? a[30:0] : b[30:0];
        	b32[30:0] = (a[31]) ? b[30:0] : a[30:0];
            ab = b32 - a32;
            if(b32[30:0] < a32[30:0]) begin
                Z[30:0] = -ab[30:0];
                Z[31] = 1'b1;
            end
            else begin
                Z[30:0] = ab[30:0];
                Z[31] = 1'b0;
            end
            ovf = 1'b0;
        end
	end
endmodule
### ./run.sh
#!/bin/bash
# OpenROAD 26Q1-2900-gdf79404cd8, Yosys 0.63+post, stock flow scripts
make -C /OpenROAD-flow-scripts/flow DESIGN_CONFIG=/design/flow/config.mk WORK_HOME=/design/flow/orfs finish
### ./config.mk
export PLATFORM = sky130hd
export DESIGN_NAME = Sumador
export DESIGN_NICKNAME = Sumador
export VERILOG_FILES = /design/flow/design.v
export SDC_FILE = /design/flow/constraint.sdc
export NUM_CORES = 4
export LEC_CHECK = 1
export CORE_UTILIZATION = 40
### ./constraint.sdc
current_design Sumador

set clk_period 26.0
set clk_io_pct 0.2

create_clock -name clk0 -period $clk_period

set non_clock_inputs [all_inputs -no_clocks]
set_input_delay [expr $clk_period * $clk_io_pct] -clock clk0 $non_clock_inputs
set_output_delay [expr $clk_period * $clk_io_pct] -clock clk0 [all_outputs]
==> out/metrics.csv <==
stage,metric,value,unit
run_status,outcome,"finished, final reports clean",
grt,vias in the first global route,5167,
layout,fill count,1267,
floorplan,floorplan utilization,41.47,%
layout,final instance count without filler cells,994,
pwr,Pleak,2.321,nW
logic_synthesis,Multiplexer share,1.786,%
timing,post-layout period usage,58.79,%
logic_synthesis,# Cells Yosys,766,
clock_tree,Post-CTS Setup Inserts,0,
detailed_routing,number of vias per cell,5.887,
timing,RSZ-0062 raised after global routing,no,
pwr,PD cells,32.10,nW/um^2
logic_synthesis,Post-synth seq share,0,%
layout,Area growth syn-to-layout,20.71,%
grt,GRT overflow,0,
detailed_routing,total length of routed wires,15740,um
grt,gr usage total,23.87,%
placement,Placed Cells,994,
logic_synthesis,Synth Area in Adders,8.583,%
layout,Reg area,0,sq um
timing,final setup fails,0,
critical_path,Top Family by Delay on Critical Path,AND-OR/OR-AND gates,
job,Max Cap Viol,0,
logic_synthesis,Main logic family,AND-OR/OR-AND gates,
job,Log Warnings,32,
clock_tree,hold buffer count at CTS,0,
grt,antenna violations before repair,0,
critical_path,critical path launch point type,primary input,
critical_path,Worst Setup End Kind,primary output,
timing,worst-margin pin slew,0.8192,ns
logic_synthesis,Mapped Cells,766,
logic_synthesis,synthesis area per yosys,5044,sq um
placement,Placer Congestion,0.9830,
detailed_routing,routed len/inst,15.84,um
floorplan,Rows,40,
logic_synthesis,"Cell Area, Synth",5044,sq um
timing,setup TNS,0,ns
placement,detailed placement HPWL,12930,um
logic_synthesis,synthesis warning total,1,
grt,first-pass GRT wire length,25320,um
grt,largest net degree at the start of global routing,40,
timing,max-slew violations,0,
critical_path,CP peak stage delay,0.76,ns
critical_path,critical path required time,20.80,ns
timing,Max Clk Rate,65.42,MHz
timing,Final Hold Vio Count,0,
floorplan,I/O Pins,97,
critical_path,CP Data Arrival Time,10.09,ns
placement,PortBufs,97,
floorplan,core area,12160,sq um
detailed_routing,# DRC,0,
floorplan,Die Y,114.3,um
critical_path,critical path peak fanout,39,
detailed_routing,DRT Pass-1 Iters,5,
critical_path,Worst path slowest cell,a2111oi_0,
pwr,Max VDD drop,0.01505,mV
layout,registers,0,
logic_synthesis,distinct lib cells,88,
floorplan,die area,13060,sq um
layout,share of cells above drive strength 1,4.600,%
detailed_routing,Iter 0 DRT Violations,351,
critical_path,Bufs and invs on worst path,3,
layout,logic area,4743,sq um
logic_synthesis,post-synthesis simple-gate area fraction,32.92,%
detailed_routing,antenna cells,0,
detailed_routing,Final ANT Viol Nets,0,
timing,"Min Clock Period, post-route",15.29,ns
layout,CLK BUF,0,
critical_path,crit path kind,primary input to primary output,
critical_path,cells along the critical path,"buf_2, buf_4, nor3b_1, a21oi_1, ha_1, o31ai_1, a311o_1, nor2_2, o211ai_1, a2111oi_0, or3_1, and3_1, nand4_1, o31a_1, xnor2_1, o22ai_1, clkdlybuf4s50_1",
hold_path,Hold Crit Class,primary input to primary output,
logic_synthesis,mean post-synth cell area,6.584,sq um
floorplan,Die X,114.3,um
logic_synthesis,Synth Area in XOR/XNOR,11.98,%
detailed_routing,Vias,5852,
logic_synthesis,"Compound Share, Synth",38.48,%
timing,Slew HR,43.97,%
clock_tree,CTS resizes,0,
## report_power, final
group | internal [mW] | leakage [nW] | switching, mW
logic | 0.0964 | 2.32 | 0.0990
clock network | 0 | 0 | 0
registers | 0 | 0 | 0
total | 0.0964 | 2.32 | 0.0990
## metal layers
metal | global-route usage [%] | wire [um] | vias to the layer above
met5 | 0 | 0 | -
met4 | 3.550 | 207 | 0
met3 | 0.7012 | 751 | 15
met2 | 37.62 | 6739 | 174
met1 | 36.84 | 8044 | 2665
li1 | - | - | 2998
## metrics by stage
stage | total power, mW | cell area (sq um) | hold WS [ns] | worst slack [ns] | utilization [%]
final | 0.1954 | 6088 | 11.53 | 10.71 | 50.06
after floorplan | 0.1213 | 5044 | 10.48 | 11.56 | -
after CTS | 0.1949 | 6088 | 11.54 | 10.71 | 50.06
after global routing | 0.2154 | 6088 | 11.57 | 10.30 | 50.06
after detailed placement | 0.1934 | 6088 | 11.53 | 10.74 | 50.06
after global placement | 0.1938 | 6088 | 11.52 | 10.84 | 50.06
## cell families (layout without fill, tap and decap cells)
| group | after synthesis | after routing |
|---|---|---|
| AND-OR/OR-AND | 279 | 279 |
| XOR/XNOR | 69 | 69 |
| adder cells (fa/ha/maj) | 34 | 34 |
| buffers and inverters | 77 | 137 |
| multiplexers | 9 | 9 |
| AND/OR/NAND/NOR | 298 | 298 |
## synth_stat cells, types with 13 or more instances
| cell | count | share of area [%] |
|---|---|---|
| clkbuf_1 | 27 | 2.0 |
| a21oi_1 | 55 | 5.5 |
| nor2b_1 | 22 | 2.7 |
| a211oi_1 | 14 | 2.1 |
| nor3_1 | 22 | 2.2 |
| o211ai_1 | 14 | 2.1 |
| nand2b_1 | 27 | 3.3 |
| inv_1 | 35 | 2.6 |
| xnor2_1 | 44 | 7.6 |
| a21o_1 | 19 | 2.8 |
| o21a_1 | 13 | 1.9 |
| o21ai_0 | 44 | 4.4 |
| and2_1 | 14 | 1.7 |
| a31oi_1 | 13 | 1.6 |
| nand3_1 | 16 | 1.6 |
| nand2_1 | 49 | 3.6 |
| nor2_1 | 60 | 4.5 |
| nor3b_1 | 15 | 2.2 |
| xor2_1 | 25 | 4.3 |
| ha_1 | 33 | 8.2 |
## final timing paths
path	startpoint	end	cells after the start
hold / removal	b[31]	Z[31]	4
setup / recovery	a[31]	Z[28]	17
## final cells by class
class / instances / share of cell area [%]
well taps: 168 / 3.453
repair buffers: 102 / 16.48
inverters: 35 / 2.158
multi-input cells: 689 / 77.91
## cells in the final DEF, fill, tap and decap left out, types with 19 or more instances in the layout
cell type	instances
clkdlybuf4s50_1	96
a21oi_1	55
nor2b_1	22
nor3_1	22
inv_1	35
o21ai_0	44
xor2_1	24
nand2_1	49
a21o_1	19
nor2_1	60
xnor2_1	43
nand2b_1	27
ha_1	33
Power and IR drop assume default switching activity.

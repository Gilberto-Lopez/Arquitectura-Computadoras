**flow/constraint.sdc**
```tcl
current_design Multiplicador

set clk_period 18.6
set clk_io_pct 0.2

create_clock -name clk0 -period $clk_period

set non_clock_inputs [all_inputs -no_clocks]
set_input_delay [expr $clk_period * $clk_io_pct] -clock clk0 $non_clock_inputs
set_output_delay [expr $clk_period * $clk_io_pct] -clock clk0 [all_outputs]
```
**flow/design.v**
```verilog
`timescale 1ns / 1ps
module Multiplicador(
	input wire [31:0] a,
	input wire [31:0] b,
	output reg [31:0] Z,
	output reg ovf
	);
	reg [63:0] a64 = 64'b0;
	reg [63:0] b64 = 64'b0;
	reg [63:0] ab = 64'b0;
	always @* begin
        a64[30:0] = a[30:0];
        b64[30:0] = b[30:0];
        ab = a64 * b64;
        Z[9:0] = ab[19:10];
        Z[30:10] = ab[40:20];
        Z[31] = a[31] ^ b[31];
        ovf = (ab[63:41]) ? 1'b1 : 1'b0;
	end
endmodule
```
**flow/run.sh**
```bash
#!/bin/bash
# OpenROAD 26Q1-2900-gdf79404cd8, Yosys 0.63+post, stock flow scripts
make -C /OpenROAD-flow-scripts/flow DESIGN_CONFIG=/design/flow/config.mk WORK_HOME=/design/flow/orfs finish
```
**flow/config.mk**
```make
export PLATFORM = sky130hd
export DESIGN_NAME = Multiplicador
export DESIGN_NICKNAME = Multiplicador
export VERILOG_FILES = /design/flow/design.v
export SDC_FILE = /design/flow/constraint.sdc
export NUM_CORES = 4
export LEC_CHECK = 1
export CORE_UTILIZATION = 50
```
==> ci_impl_report.md <==
### Yosys + OpenROAD results

| Metric | Value |
|---|---|
| Flop Count | `0` |
| Area reported by Yosys stat | `31800 µm²` |
| Vias in the first global route | `25.8k` |
| DRC errors left | `0` |
| Status | `completed` |
| Crit Path Max Fanout | `19` |
| Placed instance area | `33400 µm²` |
| Crit path largest cell delay | `1030 ps` |
| Rel. slew slack | `a little over two fifths` |
| Vias | `23.2k` |
| Startpoint types | `input pin` |
| Setup TNS | `0 ps` |
| Arr. time, crit path | `12810 ps` |
| Initial drt markers | `just over 1k` |
| Crit path time final | `16530 ps` |
| Top Layout Cells | `836 x fa_1, 817 x inv_1, 604 x and2_1` |
| Number of routed nets with antenna violations | `0` |
| Crit. path cell count | `27` |
| WL final | `90.6 mm` |
| Hpwl dp | `72.2 mm` |
| Max frequency | `60.5 MHz` |
| Input/output buffers | `97` |
| Largest net degree at the start of global routing | `32` |
| Crit Path Category | `in -> out` |
| Most common logic cell in the routed design | `fa_1` |
| Cell mode on critical path | `fa_1` |
| Post-layout period usage | `roughly nine tenths` |
| Crit-path slowest cell | `clkdlybuf4s50_1` |
| Overflow after GRT | `0` |
| Worst min-delay path class | `in -> out` |
| Core Rows | `between 90 and 100` |
| Via/cell ratio | `5.35` |
| Layout cells sized above 1 | `around 2.5%` |
| Distinct lib cells | `roughly 70` |
| Synth Cell Area | `31800 µm²` |
| Die x size | `between 200 and 300 µm` |
| Final instance area | `between 30000 and 40000 µm²` |
| Yosys warnings | `1` |
| Measured slew at the worst slew-check pin | `870 ps` |
| Storage cell area | `0 µm²` |
| Max_cap viols | `0` |
| Final-report hold violation count | `0` |
| Hold-fix buffers, CTS | `0` |
| Final Wtd Congestion | `between 0.9 and 1` |
| Die ar. | `64700 µm²` |
| Cell count after synthesis | `3541` |
| Worst path bufs/invs | `7` |
| Post-CTS setup repair buffer count | `0` |
| Final setup viols | `0` |
| Die Y | `254 µm` |
| Synth Area per Inst | `8.99 µm²` |
| Comb area | `27900 µm²` |
| Yosys stat cell total | `3541` |
| Post-synth seq share | `0%` |
| WL/cell | `20.9 µm` |
| Final slew viol count | `0` |
| Core ar. | `63000 µm²` |
| CLK BUF | `0` |
| Critical Path End Type | `output port` |
| Gr usage total | `roughly 32%` |
| WP data required | `approximately 15000 ps` |
| CP top delay family | `adder cells` |
| Post-CTS resize count | `0` |
| Area grow syn2layout | `5.03%` |
| Fp util | `approximately 50%` |
| Antenna Diode Count | `0` |
| WHS Path Cells | `3` |
| Tool warnings | `32` |
| IO Pins | `97` |
| Antenna violations before repair | `0` |
| RSZ-0062 raised after global routing | `no` |
| First-pass GRT wire length | `145 mm` |
| Number of detailed-route iterations in the first pass | `5` |
| Fill count | `5671` |
==> per-stage QoR <==
| stage | setup slack [ps] | hold WS, ps | utilization [%] | instances |
|---|---|---|---|---|
| 4_1_cts | 2050 | 8380 | 53.1 | 4340 |
| 5_1_grt | 1740 | 8390 | 53.1 | 4340 |
| 3_5_place_dp | 2080 | 8380 | 53.1 | 4340 |
| 6_report | 2070 | 8370 | 53.1 | 4340 |
| 2_1_floorplan | 4150 | 7470 | - | 3541 |
| 3_3_place_gp | 2100 | 8360 | 53.1 | 4340 |
==> worst paths after layout <==
path | start | endpoint | slack, ps
worst min-delay path | b[31] | Z[31] | 8370
worst max-delay path | a[21] | ovf | 2070
==> per-layer routing <==
layer	track usage, %	part of all wire, %	up-vias
met2	51.4	51	930
met1	43.2	37	11900
met5	1.05	0	-
met4	8.43	3.4	0
li1	-	-	10200
met3	11.4	8.9	159
==> layout make-up <==
type / count / share of cell area (%)
Tap cell: 846 / 3.16
Inverter: 817 / 9.17
Timing Repair Buffer: 159 / 4.29
Multi-Input combinational cell: 2518 / 83.4
==> cell families after synthesis <==
kind of cell	Yosys count	share of synthesized area, %
XOR/XNOR	44	1.21
buffers and inverters	1023	12.4
AND-OR/OR-AND	234	4.86
multiplexers	3	0.0943
AND/OR/NAND/NOR	1149	18.9
adder cells (fa/ha/maj)	1088	62.5
==> worst min-delay path, delay by kind of cell <==
family    cells  cell delay, ps
buf+inv       2             870
xor+xnor      1              60
==> cells in the mapped netlist, drive strengths merged (2+ instances only) <==
cell type    n  area, µm²
nand2      430       1620
or4          3       22.5
nor4         9       71.3
a21boi       2       15.0
o21a         9       67.6
or3          4       26.3
nand4       16        106
o21ai       53        273
and3         6       40.0
a21oi       93        510
o221ai       2       17.5
clkbuf     193        734
o21bai      13       97.6
o2111a       3       33.8
a31oi        7       43.8
inv        817       3070
nor2        41        154
a211oi       7       65.1
o311ai       3       26.3
a41oi        2       17.5
xor2        16        140
o31ai        5       51.3
buf         10        106
a21o        13       98.9
fa         836      16700
ha         252       3150
and4         3       26.3
mux2i        3       30.0
nand3       14       75.1
and2       604       3780
a2111oi      3       63.8
nor3        13       70.1
a221o        2       20.0
o211ai       8       60.1
xnor2       28        245
a311oi       3       26.3
